File: ./config.mk
export PLATFORM = sky130hd
export DESIGN_NAME = processor
export DESIGN_NICKNAME = processor
export VERILOG_FILES = /design/flow/design.v
export SDC_FILE = /design/flow/constraint.sdc
export NUM_CORES = 4
export LEC_CHECK = 1
export CORE_UTILIZATION = 50
File: ./constraint.sdc
current_design processor

set clk_period 17.8
set clk_io_pct 0.2

create_clock -name clk0 -period $clk_period [get_ports {clk}]

set non_clock_inputs [all_inputs -no_clocks]
set_input_delay [expr $clk_period * $clk_io_pct] -clock clk0 $non_clock_inputs
set_output_delay [expr $clk_period * $clk_io_pct] -clock clk0 [all_outputs]
File: ./design.v
`timescale 1ns / 1ps
module ALU(op_code,rd,rs,rt,shamt,constant,hi,lo);
input [3:0] op_code;                   				  
input [15:0]rs,rt;  								        	  
input [5:0] constant;										  
input [2:0] shamt;                				        
reg [8:0] address;
reg [31:0] TEMP; 
output reg[15:0] rd,hi,lo;  							   
reg [15:0] RAM [0:7];
initial
begin
RAM[0] = 16'b 0000000000000001;
RAM[1] = 16'b 0000000000000101;                      
RAM[2] = 16'b 0000000000000000;
RAM[3] = 16'b 0000000000000000;
RAM[4] = 16'b 0000000000000011;
RAM[5] = 16'b 0000000000000001;
RAM[6] = 16'b 0000000000000001;
RAM[7] = 16'b 0000000000000001;
end
always @ (*)
	begin
			TEMP = rs * rt;  
			hi = TEMP[31:16];     		  
			lo = TEMP[15:0];				 
		if(op_code== 0)					 
			begin                    
			rd = rs + rt; 
			end
		else if (op_code==1)				 
			begin               
			rd = rs << shamt;
			end
		else if (op_code==2)				 
			begin           
			rd = rs >> shamt; 
			end
		else if (op_code==3) 			 
			begin                     
			TEMP = rs * rt;  
			hi = TEMP[31:16];     			  
			lo = TEMP[15:0];					 
			end
		else if (op_code==4) 			 
			begin           
			rd = lo; 
			end
		else if (op_code==5) 			 
			begin           
			rd = hi;   
			end
		else if (op_code==6) 			 
			begin           
			rd = rs | rt; 
			end
		else if (op_code==7) 			 
			begin 
			rd = rs & rt; 
			end
		else if (op_code==8) 			 
			begin 
			rd = rs + constant; 
			end
		else if (op_code==9) 			 
			begin          
			rd = constant; 
			end         
		else if (op_code==10) 			 
			begin             
			rd = RAM [rs + constant];  
			end
		else if (op_code==11) 			 
			begin              
			RAM [rs + constant] = rd;  
			end
		else   
			begin 
			rd = 0; 
			end
end
endmodule
	`timescale 1ns / 1ps
module control_unit(PC,opcode,rd_index,rs_index,rt_index,shamt,constant,address);
input [7:0] PC;
wire [15:0] instr;
output  [3:0] opcode;
output  [2:0] rd_index,rs_index,rt_index,shamt;
output [5:0] constant;
output [8:0] address;
reg [15:0] ROM [0:15];
initial
begin
ROM[0]  = 16'b 0000_111_001_000_000; 	  	 
ROM[1]  = 16'b 0001_111_001_000_001; 	  	 
ROM[2]  = 16'b 0010_111_001_001_001;   	 
ROM[3]  = 16'b 0011_111_001_001_000;   	 
ROM[4]  = 16'b 0100_111_001_001_000;   	 
ROM[5]  = 16'b 0101_111_001_001_000;    	 
ROM[6]  = 16'b 0110_111_001_001_000;    	 
ROM[7]  = 16'b 0111_111_001_001_000;    	 
ROM[8]  = 16'b 1000_111_001_001000;    	 
ROM[9]  = 16'b 1001_111_001_001000;     	 
ROM[10] = 16'b 1010_111_001_001000;    	 
ROM[11] = 16'b 1011_111_001_001000;    	 
ROM[12] = 16'b 1100_000000010_000;     	 
ROM[13] = 16'b 1101_000000010_000;      	 
ROM[14] = 16'b 1110_000000010_000;   	    
end
assign instr = ROM[PC];
decode call(instr,opcode,rd_index,rs_index,rt_index,constant,shamt,address);
endmodule
`timescale 1ns / 1ps
module data_path(op_code,rd_index,rs_index,rt_index,shamt,constant,rd_value,rs_value,rt_value,low,high,SR);
input [3:0] op_code;
input [2:0] rd_index, rs_index, rt_index, shamt;
input [5:0] constant;
output [15:0] rd_value;
output reg [15:0] rs_value,rt_value,low,high;
output [15:0]SR;	
wire [15:0] hi,lo;
reg [15:0]HI,LO,SR;
reg [15:0] regfile[0:7];
initial
begin
  regfile[0]=7;
  regfile[1]=6;
  regfile[2]=5;
  regfile[3]=4;
  regfile[4]=3;
  regfile[5]=2;
  regfile[6]=1;
  regfile[7]=0;
	HI=16'b0000000000000000;
	LO=16'b0000000000000000;
	SR=16'b0000000000000000;
end
always@(op_code)
	begin
     if (op_code>=0 && op_code<=7)		 
			begin
			rs_value=regfile[rs_index];
			rt_value=regfile[rt_index];
			end
    else if (op_code>=8 && op_code<=11)  
			begin
			rs_value=regfile[rs_index]; 
			end
    else 
			begin 								 
			rs_value=0;
			rt_value=0; 
			end
	end
always @(*)
	begin	
	if(rs_value==rt_value)
			SR[3]=1;                                	    
	else if(rs_value<rt_value)
			SR[2]=1;                           		   	 
	else if(rs_value[15]==1 && rt_value[15]==1)
			SR[0]=1;                          			   
	else if(rs_value[15]==0 && rt_value[15]==0)
			SR[0]=1;                                 	  
	else if(rs_value[15:0] || rt_value[15:0])
			SR[1]=1;                          			  
	end
always @(*)
	begin
	low = lo;
	high = hi;
	regfile[rd_index] = rd_value;
	HI = hi;
	LO = lo;	
	end
ALU call(op_code,rd_value,rs_value,rt_value,shamt,constant,hi,lo);
endmodule
`timescale 1ns / 1ps
module decode(instr,opcode,rd_index,rs_index,rt_index,constant,shamt,address);
input [15:0] instr;
output reg [3:0] opcode;
output reg [2:0] rd_index,rs_index,rt_index,shamt;
output reg [5:0] constant;
output reg [8:0] address;
always@(instr)
begin
      opcode=instr[15:12];					 
	if (opcode>=0 && opcode<=7)			 
			begin
			opcode=instr[15:12];
			rd_index = instr[11:9];
			rs_index = instr[8:6];
			rt_index = instr[5:3];
			shamt = instr[2:0]; 
			end
   else if(opcode>=8 && opcode<=11 ) 	 
			begin
			opcode = instr[15:12]; 
			rd_index = instr[11:9];
			rs_index = instr[8:6];
			constant = instr[5:0];
			end
      else  									 
			begin
			opcode=instr[15:12];
			address = instr[11:3];
			end  
end
endmodule
`timescale 1ns / 1ps
module processor(clk,reset,PC,opcode,rd_index,rs_index,rt_index,shamt,constant,address,rd_value,rs_value,rt_value,low_out,high_out,SR);
input clk,reset;
reg [7:0] pc;
output [7:0] PC;
output [3:0] opcode;
output [2:0] rd_index, rs_index, rt_index, shamt;
output [5:0] constant;
output [8:0] address;
output [15:0] rd_value,rs_value,rt_value,low_out,high_out,SR;
always @ (posedge clk,posedge reset)
begin
	if(reset==1)
		begin
		pc<=0;
		end
	else if (pc>14)								 
		begin
		pc <= 0;
		end
	else if(opcode>=12 && opcode<=14) 		 
		begin
		pc <= pc + address; 
		end
	else 
		begin
		pc <= pc + 1; 								 
		end
end
assign PC = pc;
wire [3:0] opcode;
wire [2:0] rd_index,rs_index,rt_index,shamt;
wire [5:0] constant;
wire [8:0] address;
control_unit cal1(PC,opcode,rd_index,rs_index,rt_index,shamt,constant,address);
data_path cal2(opcode,rd_index,rs_index,rt_index,shamt,constant,rd_value,rs_value,rt_value,low_out,high_out,SR);
endmodule 
File: ./run.sh
#!/bin/bash
# OpenROAD 26Q1-2900-gdf79404cd8, Yosys 0.63+post, stock flow scripts
make -C /OpenROAD-flow-scripts/flow DESIGN_CONFIG=/design/flow/config.mk WORK_HOME=/design/flow/orfs finish
==> reports/summary.rpt <==
=================================================================================
Number of cells on the worst hold path                                          2
DPL Wire Length                                                          44600 um
Max frequency                                                          0.0781 GHz
Warning count from the yosys run                                              967
Total count of hold-check failures in the final report                          0
Hold-fix buffer count after cts                                                 0
Minimum hold slack                                                         605 ps
Peak supply drop                                                        0.0272 mV
Mean instance size in the synthesized netlist                            8.39 um2
Die boundary width                                                         182 um
Area of the die                                                         33100 um2
Flops out of synthesis                                                        198
Die height                                                                 182 um
Post-CTS Resized                                                                0
Final Max Slew Viols                                                            0
IO Port Bufs                                                                  113
Fraction of layout instances using a drive strength above 1                0.0383
Shortest period the worst path allows                                    12800 ps
Detailed-route DRC error count                                                  0
Top cell type by total area after synthesis                          sky130_fd_sc_hd__fa_1
Count of unclocked register or latch pins                                     190
Post-synth area from yosys stat                                         16200 um2
Arrival time of the worst setup path                                      9240 ps
Clock tree from TritonCTS                                                    done
First-pass GRT wire length                                               85200 um
Slowest cell on the critical path                                    sky130_fd_sc_hd__inv_1
Crit-path max FO                                                               22
Insertion delay at the late pin of the worst-skew pair                     230 ps
Cell Area, Synth                                                        16200 um2
Unrepaired setup endpoints after global routing                             false
Worst endpoint required time                                             14240 ps
Number of cells produced by synthesis                                        1930
Core utilization before placement                                           0.511
Number of DRC markers after the initial detailed-route iteration              866
Most common cell in the netlist                                      sky130_fd_sc_hd__inv_1
Core Box Area                                                           31700 um2
Share of the cycle needed by the critical path after routing                0.719
Number of maximum-capacitance constraint violations                             0
Routed wire length                                                       56200 um
Root buffer cell                                                     sky130_fd_sc_hd__clkbuf_16
Synth-to-layout area growth                                                 9.04%
# setup viols final                                                             0
Via density per instance                                                     5.75
Clock slew seen by the registers of the worst setup and hold paths          40 ps
Most frequent cell on the critical path                              sky130_fd_sc_hd__inv_1
Cells taking the most area after synthesis                           sky130_fd_sc_hd__fa_1 (24%), sky130_fd_sc_hd__dlxtn_1 (17%), sky130_fd_sc_hd__ha_1 (13%), sky130_fd_sc_hd__inv_1 (6.2%), sky130_fd_sc_hd__nand2_1 (5.9%)
Run status                                                              completed
Layout Cell Area excl Fill                                              17700 um2
Count of standard-cell rows                                                    65
Critical Path Start Type                                                flip-flop
Class of the most critical hold timing path                          flip-flop to flip-flop
Total power density per cell area                                     9.36 nW/um2
Setup Skew                                                                4.41 ps
DRT Pass-1 Iters                                                                6
Total tool warning count                                                       47
Combined global-route utilization of all metal layers                       0.369
Post-CTS setup-driven buffer insertion count                                    0
Max_slew headroom                                                           0.311
Overflow left after global routing                                              0
Cell count of the worst reg-to-reg path                                        10
Detailed-route via count                                                    13723
Setup TNS                                                                    0 ps
Number of antenna violations at the first check in global routing               1
Routability-driven placement congestion ratio                                1.03
Worst-case clock buffer depth                                                   2
Post-DRT Antenna Nets                                                           0
Critical path's largest stage delay                                        680 ps
Fraction of registers with async set or reset after synthesis              0.0404
Crit Path Category                                                   flip-flop to output pin
Leak                                                                      8.80 nW
Pin count of the biggest net entering global routing                           46
Number of unconstrained endpoints                                             238
Post-DP Area                                                            17600 um2
Number of cell instances after yosys synthesis                               1930
Endpoint kind of the worst setup timing path                           output pin
Worst-Margin Slew                                                         1030 ps
Final routed wire length divided by cell count                            23.6 um
Number of library cell types mapped by synthesis                               78
Area share of the largest cell type after synthesis                         0.242
Pwr Total                                                                0.165 mW
Commonest flop                                                       sky130_fd_sc_hd__dlxtn_1
Most numerous cell types in the synthesized netlist                  sky130_fd_sc_hd__inv_1 (267), sky130_fd_sc_hd__nand2_1 (256), sky130_fd_sc_hd__fa_1 (196)
Via count of the first global-routing pass                                  13923
EDFF count, synth                                                               0
Number of top-level pins                                                      137
H-Tree Level Count                                                              1
CTS Buf Count                                                                   3
=================================================================================
==> where the power goes <==
group	switching (mW)	internal [mW]
combinational	0.0578	0.0348
clock	0.00803	0.0289
sequential	0.00647	0.0294
==> through the flow <==
step,setup WS [ps],instances,utilization
after global placement,5480,2384,0.555
after global routing,4480,2387,0.557
after CTS,5090,2387,0.557
after floorplan,7380,1956,-
after detailed placement,5380,2384,0.555
final,5000,2388,0.557
==> layer usage <==
metal  global-route usage  up-vias  share of wire
li1                     -     6341              -
met1                0.519     6672           0.41
met2                0.584      585           0.47
met3               0.0781      125          0.078
met4                0.135        0          0.047
met5                    0        -              0
==> placed cells by master (no fill, tap or decap), types with 14 or more instances in the layout <==
master / count
sky130_fd_sc_hd__clkdlybuf4s50_1: 113
sky130_fd_sc_hd__dlxtn_1: 186
sky130_fd_sc_hd__a211oi_1: 14
sky130_fd_sc_hd__nor4_1: 14
sky130_fd_sc_hd__nand2_1: 256
sky130_fd_sc_hd__conb_1: 28
sky130_fd_sc_hd__ha_1: 163
sky130_fd_sc_hd__xnor2_1: 39
sky130_fd_sc_hd__nor3_1: 23
sky130_fd_sc_hd__nand2b_1: 15
sky130_fd_sc_hd__and2_1: 20
sky130_fd_sc_hd__fa_1: 196
sky130_fd_sc_hd__o21ai_0: 60
sky130_fd_sc_hd__buf_4: 35
sky130_fd_sc_hd__a21o_1: 21
sky130_fd_sc_hd__a21oi_1: 90
sky130_fd_sc_hd__a221oi_1: 14
sky130_fd_sc_hd__nand3_1: 22
sky130_fd_sc_hd__nor2_1: 173
sky130_fd_sc_hd__inv_1: 267
==> flip-flops by register name, summed over array words and instances, names as in the netlist <==
signal,count
cal2.call.RAM,128
cal1.call.rd_index,1
cal2.rt_value,16
cal1.call.address,3
pc,8
cal2.regfile,16
cal2.SR,4
cal1.call.rt_index,2
cal2.call.rd,16
cal1.call.shamt,1
cal1.call.constant,3
==> path summary, 6_finish.rpt <==
| path | from | end | slack, ps |
|---|---|---|---|
| setup / recovery | pc[2] | high_out[15] | 5000 |
| hold / removal | pc[4] | pc[6] | 610 |
| setup reg to reg | pc[2] | pc[7] | 14640 |
| hold reg to reg | pc[4] | pc[6] | 610 |
| max in group asynchronous | reset | pc[4] | 14000 |
| min in group asynchronous | reset | pc[6] | 3570 |
==> layout make-up <==
type / count / area, um2
Fill cell: 3002 / 14100
Multi-Input combinational cell: 1358 / 11600
Sequential cell: 198 / 3050
Timing Repair Buffer: 148 / 1390
Inverter: 278 / 1040
Tap cell: 402 / 503
Clock buffer: 3 / 75.1
Antenna cell: 1 / 2.50
==> worst max-delay path, delay by kind of cell, from the launching register on <==
family          cells  cell delay [ps]
compound gates      8             2110
xor+xnor            1              210
fa+ha+maj           8             3750
buf+inv             9             1780
flops               1              650
simple gates        2              470
==> cells by family after synthesis <==
kind of cell / Yosys count / share of synthesized area
buffers and inverters: 400 / 0.102
other: 2 / 0.000464
DFF: 8 / 0.0124
AOI/OAI and AO/OA: 323 / 0.135
and+or+nand+nor: 568 / 0.150
xor gates and xnor gates: 53 / 0.0296
adders and majority gates: 359 / 0.368
latches: 190 / 0.176
muxes: 27 / 0.0263
No activity file was given, so power comes from the tool's default toggle rates.
